### /design/flow/config.mk
export PLATFORM = sky130hd
export DESIGN_NAME = mux8entradas32bits
export DESIGN_NICKNAME = mux8entradas32bits
export VERILOG_FILES = /design/flow/design.v
export SDC_FILE = /design/flow/constraint.sdc
export NUM_CORES = 4
export LEC_CHECK = 1
export CORE_AREA = 10 10 120 120
export DIE_AREA = 0 0 130 130
### /design/flow/constraint.sdc
current_design mux8entradas32bits

set clk_period 7.7
set clk_io_pct 0.2

create_clock -name clk0 -period $clk_period

set non_clock_inputs [all_inputs -no_clocks]
set_input_delay [expr $clk_period * $clk_io_pct] -clock clk0 $non_clock_inputs
set_output_delay [expr $clk_period * $clk_io_pct] -clock clk0 [all_outputs]
### /design/flow/design.v
module mux8entradas32bits (input logic [2:0] controlador, input logic [31:0] entrada0, entrada1, entrada2, entrada3, entrada4, entrada5, entrada6, entrada7, output logic [31:0] saidaMux );
always_comb begin
		case(controlador)
		3'b00:begin
			saidaMux <= entrada0;
		end
		3'b001:begin
			saidaMux <= entrada1;
		end
		3'b010:begin
			saidaMux <= entrada2;
		end
		3'b011:begin
			saidaMux <= entrada3;
		end 
		3'b100:begin
			saidaMux <= entrada4;
		end
		3'b101:begin
			saidaMux <= entrada5;
		end
		3'b110:begin
			saidaMux <= entrada6;
		end
		3'b111:begin
			saidaMux <= entrada7;
		end 
		endcase
end
endmodule: mux8entradas32bits
### /design/flow/run.sh
#!/bin/bash
# OpenROAD 26Q1-2900-gdf79404cd8, Yosys 0.63+post, stock flow scripts
make -C /OpenROAD-flow-scripts/flow DESIGN_CONFIG=/design/flow/config.mk WORK_HOME=/design/flow/orfs finish
==> flow_summary.toml <==
# physical design summary
[final_layout]
area_growth_syn_to_layout_pct = 129
clkbuf_count = 0
ff_count = 0
layout-drive-gt1-share_pct = 12.1
postLayoutCoreUtil_pct = 43.2
fin_cells = 711
seqCellArea_um2 = 0

[floorplanning]
die_h_um = 130
std_cell_rows = 40
io_pins = 291
core-area_mm2 = 0.0119
die-area_mm2 = 0.0169
die_width_um = 130
fp_util_pct = 18.8

[timing]
setup_viol = 0
relSlewSlack_pct = 47.1
timing.fmax_ghz = 0.179
holdWs_ns = 4.00
worst_slew_pin_slew_ns = 0.792
hold_viol = 0
fin_crit_sh_pct = 72.5
maxSlewViolCount = 0
rsz0062_at_grt = "false"
fin_crit_ns = 5.59
tns_ns = 0

[cts]
cts_resized = 0
cts_setup_buffers = 0
cts_hold_buffers = 0

[placed_design]
dp.cells = 711
hpwl_um = 12200
port_buffers = 291
place.gp.congestion = 0.863

[logic_synthesis]
avgSynthCellArea_um2 = 7.34
yosys_area_mm2 = 0.00224
ys_seq_share_pct = 0
ys_warn_count = 1
syn_area_mm2 = 0.00224
ys_types = 29
synthCells = 306
yosys_cells = 306

[global_routing]
track_usage_pct = 15.8
grt_pass1_wl_um = 21000
first_global_vias = 3760
grt-ovfl-total = 0
grt_max_degree = 51
antenna_found_initial = 0

[routing]
first_pass_iters = 4
insertedDiodeCount = 0
drc_errors = 0
wl_per_cell_um = 20.5
ant_nets = 0
drt_wl_total_um = 14600
drt_first_iter_violations = 171
vias = 3484
via_per_inst = 4.90

[worst_setup_path]
critPathLaunchType = "input port"
critical-path-max-stage-delay_ns = 0.52
cp_common_cell = "buf_4"
crit_path_top_delay_cell = "clkdlybuf4s50_1"
cp_data_arrival_time_ns = 4.05
path_cells = "buf_2, buf_4, and3b_1, buf_4, a22oi_1, a31oi_1, clkdlybuf4s50_1"
cp-end-kind = "primary output"
criticalPathCategory = "in2out"
required_ns = 6.16
crit_fanout = 37

[run]
drv_cap = 0
openroad.warnings = 32

[pwr]
p_leak_nw = 1.84
ir_drop_mv = 0.0221
cellPowerDensity_mw_per_mm2 = 54.5

[run_status]
outcome = "complete, no violations"

[hold_path]
min_path_type = "in2out"
## cell type report
type / instances / area [um2]
Fill cell: 1230 / 6760
Inverter: 3 / 11.3
Multi-Input combinational cell: 264 / 2010
Tap cell: 147 / 184
Timing Repair Buffer: 297 / 2950
## metal layers
metal / vias to the layer above / share of wire, % / track usage [%]
li1: 1720 / - / -
met1: 1587 / 37 / 17.3
met2: 173 / 51 / 29.6
met3: 4 / 12 / 6.17
met4: 0 / 0.37 / 0.595
met5: - / 0 / 0
## Yosys cell counts
library cell | count | area share (%)
a211o_1 | 1 | 0.39
a21bo_2 | 25 | 11
a21oi_1 | 2 | 0.45
a221oi_1 | 3 | 1.2
a22oi_1 | 53 | 18
a31oi_1 | 27 | 7.5
and3b_1 | 2 | 0.78
and4b_1 | 2 | 0.89
buf_12 | 1 | 0.89
buf_2 | 26 | 5.8
buf_4 | 3 | 1.0
buf_6 | 3 | 1.5
clkbuf_1 | 5 | 0.84
clkbuf_2 | 1 | 0.22
inv_1 | 3 | 0.50
mux2_2 | 28 | 14
mux2i_1 | 6 | 2.7
mux4_2 | 3 | 3.0
nand2_1 | 11 | 1.8
nand2b_1 | 32 | 8.9
nand4b_1 | 3 | 1.2
nor2_1 | 29 | 4.8
nor2_2 | 1 | 0.28
nor3b_1 | 1 | 0.33
o211ai_1 | 25 | 8.4
o21ai_0 | 3 | 0.67
o2bb2ai_1 | 3 | 1.2
o32a_1 | 3 | 1.3
or3_4 | 1 | 0.50
## cells in the final DEF, fill, tap and decap left out, types with 2 or more instances in the layout
master and instances:
a31oi_1 27, and4b_1 2, a22oi_1 53, inv_1 3, nand2_1 11, buf_2 2, a21bo_2 25, and3b_1 2
o2bb2ai_1 3, nand4b_1 3, mux2_2 28, o211ai_1 25, mux4_2 3, nor2_1 28, nand2b_1 32, a21oi_1 2
buf_4 7, mux2i_1 6, clkdlybuf4s50_1 288, o32a_1 3, o21ai_0 3, a221oi_1 3
## worst max-delay path, delay by kind of cell
kind / cells / cell delay (ns)
AOI/OAI and AO/OA: 2 / 0.27
buffers and inverters: 4 / 1.82
and+or+nand+nor: 1 / 0.36
## report_power, final
group / total, mW / switching, mW / leakage, nW / internal (mW)
combinational: 0.281 / 0.0807 / 1.84 / 0.200
sequential: 0 / 0 / 0 / 0
clock: 0 / 0 / 0 / 0
total: 0.281 / 0.0807 / 1.84 / 0.200
## worst paths after layout
check            from  cells after the start      endpoint  slack [ns]
max    controlador[2]                      7  saidaMux[10]        2.11
min    controlador[2]                      4  saidaMux[22]        4.00
## cell families (layout without fill, tap and decap cells)
logic type             after synthesis  in the layout  synth area share, %
AND-OR/OR-AND                      145            145                 49.9
AND/OR/NAND/NOR                     82             82                 19.6
buffers and inverters               42            300                 10.8
multiplexers                        37             37                 19.7
## through the flow
step                setup slack, ns  power (mW)  cell area [um2]
global route                   1.91       0.304             5150
CTS                            2.10       0.284             5150
floorplan                      3.68      0.0937             2240
finish                         2.11       0.281             5150
global placement               2.19       0.281             5150
detailed placement             2.11       0.283             5150
Power figures rest on the tool's default switching activity, not on a simulated workload.
