`flow/config.mk`:
```
export PLATFORM = sky130hd
export DESIGN_NAME = mul
export DESIGN_NICKNAME = mul
export VERILOG_FILES = /design/flow/design.v
export SDC_FILE = /design/flow/constraint.sdc
export NUM_CORES = 4
export LEC_CHECK = 1
export CORE_UTILIZATION = 40
```
`flow/design.v`:
```
module mul(input logic Clock, load, input logic [31:0] multiplicador, multiplicando, output logic[63:0] resultado, output logic [4:0] counter);
logic [63:0] resultado_atual;
logic [31:0] multiplicador_atual;
logic [31:0] multiplicando_atual;
always_ff@(posedge Clock) begin
	if(load == 1'b1) begin
		counter = 5'b0;
		resultado_atual = 64'b0;
		multiplicador_atual = multiplicador;
		multiplicando_atual = multiplicando;
	end
	if(multiplicador_atual[0] == 1) begin
		resultado_atual = resultado_atual + multiplicando_atual;
	end
	multiplicando_atual = multiplicando_atual << 1;
	multiplicador_atual = multiplicador_atual >> 1;	
	if (counter == 5'b11111) begin
		resultado <= resultado_atual;
		counter = 5'b0;
	end 
	counter = counter + 1;
end
endmodule: mul
```
`flow/constraint.sdc`:
```
current_design mul

set clk_period 19.4
set clk_io_pct 0.2

create_clock -name clk0 -period $clk_period [get_ports {Clock}]

set non_clock_inputs [all_inputs -no_clocks]
set_input_delay [expr $clk_period * $clk_io_pct] -clock clk0 $non_clock_inputs
set_output_delay [expr $clk_period * $clk_io_pct] -clock clk0 [all_outputs]
```
`flow/run.sh`:
```
#!/bin/bash
# OpenROAD 26Q1-2900-gdf79404cd8, Yosys 0.63+post, stock flow scripts
make -C /OpenROAD-flow-scripts/flow DESIGN_CONFIG=/design/flow/config.mk WORK_HOME=/design/flow/orfs finish
```
==> flow_metrics.tcl <==
# implementation run metrics
set metrics [dict create \
    hold_violations 0 \
    clk_latency_ns 0.43 \
    yosys.cell_count.top_type "dfxtp_1" \
    top_cells_by_area "dfxtp_1 (30%), edfxtp_1 (22%), mux2_2 (8.1%)" \
    place_congestion 0.956 \
    design_area_um2 10800 \
    rsz0062_at_grt "false" \
    fin_crit_sh 0.426 \
    cp.arrival_ns 8.45 \
    cts-root-buf "clkbuf_16" \
    finalSetupViolations 0 \
    ys_seq_frac 0.527 \
    fmax_ghz 0.121 \
    synth_cell_types 63 \
    drt_wl_total_mm 20.3 \
    p_switching_uw 292 \
    track_usage 0.195 \
    grt_remaining_overflow 0 \
    grt_pass1_wl_mm 32.4 \
    top_area_frac 0.304 \
    sequentialPowerShare 0.456 \
    hold_buffers 0 \
    synthAdderAreaFrac 0.0488 \
    slowest_delay_ns 0.57 \
    pin_count 135 \
    h-tree-depth 4 \
    critPathRequiredTime_ns 19.58 \
    clkTransAtPathRegs_ns 0.07 \
    pwr-share-clk 0.328 \
    die_x_um 149 \
    yosys_warnings 1 \
    cts_tree "built" \
    worst_pin_slew_ns 0.910 \
    placedInstanceArea_um2 10200 \
    synth-seq-cells 195 \
    flop_cell "dfxtp_1" \
    tns_ns 0 \
    top_area_cell "dfxtp_1" \
    clk_path_buf_depth 2 \
    port_buffers 134 \
    cts_sinks 195 \
    synth_cells 793 \
    synth_area_um2 8620 \
    routedWlPerCell_um 16.8 \
    synth.area.mux_share 0.0833 \
    core-area_um2 21100 \
    p_leak_uw 0.00402 \
    antenna_left 0 \
    vias 6277 \
    async_flop_share 0 \
    area_growth_syn_to_layout_pct 25.0 \
    p_int_uw 743 \
    power.density_nw_per_um2 96.0 \
    synthTopCellsByCount "dfxtp_1 (131), nand2_1 (70), edfxtp_1 (64)" \
    rows 53 \
    comb_power_share 0.216 \
    drv_slew 0 \
    fp_util 0.409 \
    crit_top_cell "buf_4" \
    edf_count 64 \
    grt_pass1_vias 6239 \
    status "complete, no violations" \
    period_needed_ns 8.27 \
    cts_setup_buffers 0 \
    ys_chip_area_um2 8620 \
    worst_path_max_delay_cell "and2_1" \
    start_kind "primary input" \
    drt_iter0_markers 302 \
    crit_buf_inv 3 \
    worstSetupPathType "primary input to flip-flop" \
    ys_top_logic_family "simple AND/OR/NAND/NOR gates" \
    max_cap_viol_count 0 \
    slew_headroom 0.392 \
    hp-class "flip-flop to flip-flop" \
    worstPathCellList "buf_4 -> buf_4 -> buf_4 -> mux2_2 -> ha_1 -> a21oi_1 -> o21ai_0 -> a2111oi_0 -> o211ai_1 -> nand4_1 -> and2_1 -> nor3_1 -> mux2_2" \
    cpLargestDelayFamily "buffers and inverters" \
    ir_drop_mv 0.0473 \
    layout-drive-gt1-share 0.119 \
    ys_cells 793 \
    die_height_um 149 \
    cts_buffers 17 \
    crit_path_max_fanout 43 \
    tool_warnings 26 \
    compound_area_frac 0.119 \
    clock_skew_ns 0.0127 \
    viasPerCell 5.20 \
    first_pass_iters 5 \
    antenna_found_initial 0 \
    sw_frac_of_total 0.282 \
    grt_max_degree 44 \
    antenna_cells 0 \
    hpwl_mm 14.1 \
    postCtsResizedCells 0 \
    simple_gate_share 0.143 \
    drc 0 \
    xor_area_frac 0.0539 \
    syn_avg_cell_area_um2 10.9 \
    cp-end-kind "flip-flop" \
    die_area_um2 22100 \
]
==> power by group through the flow <==
stage / logic, uW / clock network (uW) / registers [uW]
6_report: 224 / 339 / 472
5_1_grt: 248 / 365 / 476
4_1_cts: 223 / 347 / 472
==> worst register-to-register path, stage by stage, from the launching register on <==
cell and delay [ns]:
dfxtp_1 0.30, mux2_2 0.27, ha_1 0.40, a21oi_2 0.31, o21ai_0 0.22, a2111oi_0 0.47, o211ai_1 0.25, nand4_1 0.23
and2_1 0.57, nor3_1 0.14, mux2_2 0.30
==> stage by stage <==
step | setup WS, ns | hold slack [ns] | std cells | util | total power [uW]
after floorplan | 11.70 | 0.428 | 793 | - | 642
after global placement | 10.83 | 0.439 | 1174 | 0.484 | 703
after detailed placement | 10.74 | 0.443 | 1174 | 0.484 | 701
after CTS | 11.17 | 0.455 | 1206 | 0.511 | 1040
after global routing | 10.77 | 0.466 | 1206 | 0.511 | 1090
final | 11.13 | 0.451 | 1206 | 0.511 | 1030
==> flip-flops by register name, summed over array words and instances, names as in the netlist <==
signal               cells
multiplicando_atual     31
resultado_atual         64
counter                  5
resultado               64
multiplicador_atual     31
==> logic make-up after synthesis <==
group,Yosys count
AND-OR/OR-AND,157
XOR/XNOR,53
adder cells (fa/ha/maj),33
buffers and inverters,51
flip-flops,195
multiplexers,64
other,1
AND/OR/NAND/NOR,239
==> layout by cell type, fill, tap and decap left out, types with 3 or more instances in the layout <==
cell type	instances
dfxtp_1	131
clkdlybuf4s50_1	133
o31ai_1	3
clkinv_4	3
a31oi_1	6
a21o_1	10
a22o_1	15
mux2_2	62
o41ai_1	3
nor2b_1	37
nor4_1	7
xor2_1	18
nor2_1	34
o21a_1	8
nand3_1	19
and2_1	5
a211oi_1	5
clkbuf_16	19
nor3_1	17
inv_1	14
ha_1	32
nand2_1	70
xnor2_1	35
o211ai_1	9
nand4_1	18
a21oi_1	42
and3_1	9
buf_4	9
or3_1	5
o21ai_0	32
clkbuf_1	3
edfxtp_1	64
o21ai_1	3
o21bai_1	6
==> area by class of cell <==
type / count / area (um2)
Fill cell: 1915 / 10300
Sequential cell: 195 / 4540
Multi-Input combinational cell: 547 / 3860
Timing Repair Buffer: 142 / 1400
Clock buffer: 23 / 500
Tap cell: 275 / 344
Clock inverter: 9 / 67.6
Inverter: 15 / 56.3
==> routing by layer <==
| metal | vias up | GRT usage | share of wire |
|---|---|---|---|
| met2 | 229 | 0.281 | 0.43 |
| met3 | 22 | 0.0456 | 0.073 |
| li1 | 3123 | - | - |
| met5 | - | 0 | 0 |
| met4 | 0 | 0.0224 | 0.014 |
| met1 | 2903 | 0.323 | 0.49 |
==> worst paths after layout <==
kind	depth (start not counted)	start	slack, ns	end
hold reg to reg	1	multiplicador_atual[19]	0.45	multiplicador_atual[18]
hold / removal	1	multiplicador_atual[19]	0.45	multiplicador_atual[18]
setup reg to reg	10	multiplicando_atual[18]	15.69	resultado[57]
setup / recovery	13	load	11.13	resultado[57]
Power is estimated from default activity; no workload was simulated.
